**design.v**
```verilog
module inputbuffer (
    input wire [7:0] external_data_in,
    input wire external_data_clock,
    input wire external_reset,
    output reg [12:0] ram_ad,
    output reg [7:0] ram_din,
    output reg ram_wre,
    output reg ram_ce,
    output reg ram_clk,
    input wire sysclk
);
    reg [12:0] addressregister;
    reg [7:0] statemachine;
    always @(posedge sysclk) begin
        if (external_reset) begin
            addressregister <= 13'd0;
            statemachine <= 8'h00;
        end
        else begin
            case (statemachine)
                8'h00 : begin
                    ram_wre <= 1'b0;
                    ram_ce <= 1'd0;
                    ram_clk <= 1'd0;
                    if (external_data_clock) statemachine <= 8'h01;
                end
                8'h01 : begin
                    ram_ce <= 1'b1;
                    ram_wre <= 1'b1;
                    ram_ad <= addressregister;
                    ram_din <= external_data_in;
                    statemachine <= 8'h02;
                end
                8'h02 : begin
                    ram_clk <= 1'b1;
                    statemachine <= 8'h03;
                end
                8'h03 : begin
                    ram_clk <= 1'b0;
                    statemachine <= 8'h04;
                end
                8'h04 : begin
                    ram_ce <= 1'b0;
                    ram_wre <= 1'b0;
                    statemachine <= 8'h05;
                end
                8'h05 : begin
                    addressregister <= addressregister + 1;
                    statemachine <= 8'h06;
                end
                8'h06 : begin
                    if (!external_data_clock) statemachine <= 8'h00;
                end
                default: statemachine <= 8'h00;
            endcase
        end
    end
endmodule
module outputbuffer (
    output reg [7:0] external_data_out,
    input wire external_data_clock,
    input wire external_reset,
    output reg [12:0] ram_ad,
    input wire [7:0] ram_dout,
    output reg ram_wre,
    output reg ram_ce,
    output reg ram_oce,
    output reg ram_clk,
    input wire sysclk
);
    reg [12:0] addressregister;
    reg [7:0] statemachine;
    always @(posedge sysclk) begin
        if (external_reset) begin
        end
        else begin
            case (statemachine)
                8'h00 : begin
                    ram_wre <= 1'b0;
                    ram_ce <= 1'b0;
                    ram_oce <= 1'b0;
                    ram_clk <= 1'b0;
                    if (external_data_clock) statemachine <= 8'h01;
                end
                8'h01 : begin
                    ram_ce <= 1'b1;
                    ram_oce <= 1'b1;
                    ram_ad <= addressregister;
                    statemachine <= 8'h02;
                end
                8'h02 : begin
                    ram_clk <= 1'b1;
                    statemachine <= 8'h03;
                end
                8'h03 : begin
                    ram_clk <= 1'b0;
                    statemachine <= 8'h04;
                end
                8'h04 : begin
                    external_data_out <= ram_dout;
                    statemachine <= 8'h05;
                end
                8'h05 : begin
                    ram_ce <= 1'b0;
                    ram_oce <= 1'b0;
                    statemachine <= 8'h06;
                end
                8'h06 : begin
                    addressregister <= addressregister + 1;
                    statemachine <= 8'h07;
                end
                8'h07 : begin
                    if (!external_data_clock) statemachine <= 8'h00;
                end
                default: statemachine <= 8'h00;
            endcase
        end
    end
endmodule
module databankdemux (
    input wire [1:0] external_data_bank,
    input wire external_data_clock,
    output reg demux_clock_src,
    output reg demux_clock_key,
    output reg demux_clock_cmd,
    output reg demux_clock_dst
);
    always @(*) begin
        case (external_data_bank)
            2'b00 : begin
                demux_clock_src <= external_data_clock;
                demux_clock_key <= 1'b0;
                demux_clock_cmd <= 1'b0;
                demux_clock_dst <= 1'b0;
            end
            2'b01 : begin
                demux_clock_src <= 1'b0;
                demux_clock_key <= external_data_clock;
                demux_clock_cmd <= 1'b0;
                demux_clock_dst <= 1'b0;
            end
            2'b10 : begin
                demux_clock_src <= 1'b0;
                demux_clock_key <= 1'b0;
                demux_clock_cmd <= external_data_clock;
                demux_clock_dst <= 1'b0;
            end
            2'b11 : begin
                demux_clock_src <= 1'b0;
                demux_clock_key <= 1'b0;
                demux_clock_cmd <= 1'b0;
                demux_clock_dst <= external_data_clock;
            end
        endcase
    end
endmodule
module top (
    input wire [7:0] external_data_in,
    output reg [7:0] external_data_out,
    input wire [1:0] external_data_bank,
    input wire external_data_clock,
    input wire external_execute,
    output reg external_isfinished,
    input wire external_reset,
    input wire sysclk
);
    wire [7:0] wire_external_data_out;
    always @(wire_external_data_out) begin
        external_data_out <= wire_external_data_out;
    end
    wire wire_demux_clock_src;
    wire wire_demux_clock_key;
    wire wire_demux_clock_cmd;
    wire wire_demux_clock_dst;
    databankdemux mydatabankdemux(  .external_data_bank(external_data_bank),
                                    .external_data_clock(external_data_clock),
                                    .demux_clock_src(wire_demux_clock_src),
                                    .demux_clock_key(wire_demux_clock_key),
                                    .demux_clock_cmd(wire_demux_clock_cmd),
                                    .demux_clock_dst(wire_demux_clock_dst)
                                    );
    wire [7:0] wire_mem_src_douta;
    wire [7:0] wire_mem_src_doutb;
    wire wire_mem_src_clka;
    wire wire_mem_src_ocea;
    wire wire_mem_src_cea;
    wire wire_mem_src_reseta;
    wire wire_mem_src_wrea;
    wire wire_mem_src_clkb;
    wire wire_mem_src_oceb;
    wire wire_mem_src_ceb;
    wire wire_mem_src_resetb;
    wire wire_mem_src_wreb;
    wire [12:0] wire_mem_src_ada;
    wire [7:0] wire_mem_src_dina;
    wire [12:0] wire_mem_src_adb;
    wire [7:0] wire_mem_src_dinb;
    Gowin_DPB_8k blockmem_src(
        .douta(wire_mem_src_douta),  
        .doutb(wire_mem_src_doutb),  
        .clka(wire_mem_src_clka),  
        .ocea(wire_mem_src_ocea),  
        .cea(wire_mem_src_cea),  
        .reseta(wire_mem_src_reseta),  
        .wrea(wire_mem_src_wrea),  
        .clkb(wire_mem_src_clkb),  
        .oceb(wire_mem_src_oceb),  
        .ceb(wire_mem_src_ceb),  
        .resetb(wire_mem_src_resetb),  
        .wreb(wire_mem_src_wreb),  
        .ada(wire_mem_src_ada),  
        .dina(wire_mem_src_dina),  
        .adb(wire_mem_src_adb),  
        .dinb(wire_mem_src_dinb)  
    );
    inputbuffer buffer_src( .external_data_in(external_data_in),
                            .external_data_clock(wire_demux_clock_src),
                            .external_reset(external_reset),
                            .ram_ad(wire_mem_src_ada),
                            .ram_din(wire_mem_src_dina),
                            .ram_wre(wire_mem_src_wrea),
                            .ram_ce(wire_mem_src_cea),
                            .ram_clk(wire_mem_src_clka),
                            .sysclk(sysclk)
                            );
    wire [7:0] wire_mem_key_douta;
    wire [7:0] wire_mem_key_doutb;
    wire wire_mem_key_clka;
    wire wire_mem_key_ocea;
    wire wire_mem_key_cea;
    wire wire_mem_key_reseta;
    wire wire_mem_key_wrea;
    wire wire_mem_key_clkb;
    wire wire_mem_key_oceb;
    wire wire_mem_key_ceb;
    wire wire_mem_key_resetb;
    wire wire_mem_key_wreb;
    wire [12:0] wire_mem_key_ada;
    wire [7:0] wire_mem_key_dina;
    wire [12:0] wire_mem_key_adb;
    wire [7:0] wire_mem_key_dinb;
    Gowin_DPB_8k blockmem_key(
        .douta(wire_mem_key_douta),  
        .doutb(wire_mem_key_doutb),  
        .clka(wire_mem_key_clka),  
        .ocea(wire_mem_key_ocea),  
        .cea(wire_mem_key_cea),  
        .reseta(wire_mem_key_reseta),  
        .wrea(wire_mem_key_wrea),  
        .clkb(wire_mem_key_clkb),  
        .oceb(wire_mem_key_oceb),  
        .ceb(wire_mem_key_ceb),  
        .resetb(wire_mem_key_resetb),  
        .wreb(wire_mem_key_wreb),  
        .ada(wire_mem_key_ada),  
        .dina(wire_mem_key_dina),  
        .adb(wire_mem_key_adb),  
        .dinb(wire_mem_key_dinb)  
    );
    inputbuffer buffer_key( .external_data_in(external_data_in),
                            .external_data_clock(wire_demux_clock_key),
                            .external_reset(external_reset),
                            .ram_ad(wire_mem_key_ada),
                            .ram_din(wire_mem_key_dina),
                            .ram_wre(wire_mem_key_wrea),
                            .ram_ce(wire_mem_key_cea),
                            .ram_clk(wire_mem_key_clka),
                            .sysclk(sysclk)
                            );
    wire [7:0] wire_mem_cmd_douta;
    wire [7:0] wire_mem_cmd_doutb;
    wire wire_mem_cmd_clka;
    wire wire_mem_cmd_ocea;
    wire wire_mem_cmd_cea;
    wire wire_mem_cmd_reseta;
    wire wire_mem_cmd_wrea;
    wire wire_mem_cmd_clkb;
    wire wire_mem_cmd_oceb;
    wire wire_mem_cmd_ceb;
    wire wire_mem_cmd_resetb;
    wire wire_mem_cmd_wreb;
    wire [12:0] wire_mem_cmd_ada;
    wire [7:0] wire_mem_cmd_dina;
    wire [12:0] wire_mem_cmd_adb;
    wire [7:0] wire_mem_cmd_dinb;
    Gowin_DPB_8k blockmem_cmd(
        .douta(wire_mem_cmd_douta),  
        .doutb(wire_mem_cmd_doutb),  
        .clka(wire_mem_cmd_clka),  
        .ocea(wire_mem_cmd_ocea),  
        .cea(wire_mem_cmd_cea),  
        .reseta(wire_mem_cmd_reseta),  
        .wrea(wire_mem_cmd_wrea),  
        .clkb(wire_mem_cmd_clkb),  
        .oceb(wire_mem_cmd_oceb),  
        .ceb(wire_mem_cmd_ceb),  
        .resetb(wire_mem_cmd_resetb),  
        .wreb(wire_mem_cmd_wreb),  
        .ada(wire_mem_cmd_ada),  
        .dina(wire_mem_cmd_dina),  
        .adb(wire_mem_cmd_adb),  
        .dinb(wire_mem_cmd_dinb)  
    );
    inputbuffer buffer_cmd( .external_data_in(external_data_in),
                            .external_data_clock(wire_demux_clock_cmd),
                            .external_reset(external_reset),
                            .ram_ad(wire_mem_cmd_ada),
                            .ram_din(wire_mem_cmd_dina),
                            .ram_wre(wire_mem_cmd_wrea),
                            .ram_ce(wire_mem_cmd_cea),
                            .ram_clk(wire_mem_cmd_clka),
                            .sysclk(sysclk)
                            );
    wire [7:0] wire_mem_dst_douta;
    wire [7:0] wire_mem_dst_doutb;
    wire wire_mem_dst_clka;
    wire wire_mem_dst_ocea;
    wire wire_mem_dst_cea;
    wire wire_mem_dst_reseta;
    wire wire_mem_dst_wrea;
    wire wire_mem_dst_clkb;
    wire wire_mem_dst_oceb;
    wire wire_mem_dst_ceb;
    wire wire_mem_dst_resetb;
    wire wire_mem_dst_wreb;
    wire [12:0] wire_mem_dst_ada;
    wire [7:0] wire_mem_dst_dina;
    wire [12:0] wire_mem_dst_adb;
    wire [7:0] wire_mem_dst_dinb;
    Gowin_DPB_8k blockmem_dst(
        .douta(wire_mem_dst_douta),  
        .doutb(wire_mem_dst_doutb),  
        .clka(wire_mem_dst_clka),  
        .ocea(wire_mem_dst_ocea),  
        .cea(wire_mem_dst_cea),  
        .reseta(wire_mem_dst_reseta),  
        .wrea(wire_mem_dst_wrea),  
        .clkb(wire_mem_dst_clkb),  
        .oceb(wire_mem_dst_oceb),  
        .ceb(wire_mem_dst_ceb),  
        .resetb(wire_mem_dst_resetb),  
        .wreb(wire_mem_dst_wreb),  
        .ada(wire_mem_dst_ada),  
        .dina(wire_mem_dst_dina),  
        .adb(wire_mem_dst_adb),  
        .dinb(wire_mem_dst_dinb)  
    );
    outputbuffer buffer_dst(    .external_data_out(wire_external_data_out),
                                .external_data_clock(external_data_clock),
                                .external_reset(external_reset),
                                .ram_ad(wire_mem_dst_ada),
                                .ram_dout(wire_mem_dst_douta),
                                .ram_wre(wire_mem_dst_wrea),
                                .ram_ce(wire_mem_dst_cea),
                                .ram_oce(wire_mem_dst_ocea),
                                .ram_clk(wire_mem_dst_clka),
                                .sysclk(sysclk)
                                );
endmodule
```
**run.sh**
```bash
#!/bin/bash
# OpenROAD 26Q1-2900-gdf79404cd8, Yosys 0.63+post, stock flow scripts
make -C /OpenROAD-flow-scripts/flow DESIGN_CONFIG=/design/flow/config.mk WORK_HOME=/design/flow/orfs finish
```
**config.mk**
```make
export PLATFORM = sky130hd
export DESIGN_NAME = inputbuffer
export DESIGN_NICKNAME = inputbuffer
export VERILOG_FILES = /design/flow/design.v
export SDC_FILE = /design/flow/constraint.sdc
export NUM_CORES = 4
export LEC_CHECK = 1
export CORE_AREA = 10 10 112 112
export DIE_AREA = 0 0 122 122
```
**constraint.sdc**
```tcl
current_design inputbuffer

set clk_period 3.0
set clk_io_pct 0.2

create_clock -name clk0 -period $clk_period [get_ports {sysclk}]

set non_clock_inputs [all_inputs -no_clocks]
set_input_delay [expr $clk_period * $clk_io_pct] -clock clk0 $non_clock_inputs
set_output_delay [expr $clk_period * $clk_io_pct] -clock clk0 [all_outputs]
```
==> flow_summary.html <==
<h2>Implementation results</h2>
<table>
<tr><th>Metric</th><th>Value</th></tr>
<tr><th colspan="2">Route</th></tr>
<tr><td>Drc violations</td><td>0</td></tr>
<tr><td>Met2 wirelength from detailed routing</td><td>1088 um</td></tr>
<tr><td>WL met1</td><td>1332 um</td></tr>
<tr><td>Ant diodes</td><td>0</td></tr>
<tr><td>Highest Signal Layer</td><td>met4</td></tr>
<tr><td>Violation count after the first detailed-route iteration</td><td>about 59</td></tr>
<tr><td>Routed length per instance</td><td>slightly below 10 um</td></tr>
<tr><td>Number of routed nets with antenna violations</td><td>0</td></tr>
<tr><td>1st-pass router iterations</td><td>4</td></tr>
<tr><td>Number of vias after detailed routing</td><td>941</td></tr>
<tr><td>Wire length on met3</td><td>between 400 and 500 um</td></tr>
<tr><td>Detailed-route vias per instance</td><td>3.256</td></tr>
<tr><td>Final WL</td><td>2849 um</td></tr>
<tr><th colspan="2">Setup path</th></tr>
<tr><td>Largest stage delay on the critical path</td><td>0.48 ns</td></tr>
<tr><td>Kind of start point of the critical path</td><td>flop</td></tr>
<tr><td>CP Max Fanout</td><td>1</td></tr>
<tr><td>Category of cells accounting for the largest share of critical-path delay</td><td>buffers and inverters</td></tr>
<tr><td>Buffer-and-inverter tally for the worst setup path</td><td>1</td></tr>
<tr><td>Worst R2R Path Depth</td><td>3</td></tr>
<tr><td>Setup slack on the worst flop-to-flop path</td><td>1.37 ns</td></tr>
<tr><td>CP endpoint kind</td><td>primary output</td></tr>
<tr><td>Data arrival, critical path</td><td>1.13 ns</td></tr>
<tr><td>Data required time at the worst endpoint</td><td>2.40 ns</td></tr>
<tr><td>Critical setup path kind</td><td>flop to primary output</td></tr>
<tr><td>Critical path cell sequence</td><td>clkdlybuf4s50_1</td></tr>
<tr><td>R2r endpoint</td><td>addressregister[11]</td></tr>
<tr><td>Startpoint of the worst setup timing path</td><td>ram_clk</td></tr>
<tr><td>Cell with the largest stage delay on the worst path</td><td>sky130_fd_sc_hd__clkdlybuf4s50_1</td></tr>
<tr><td>Critical register-to-register path startpoint</td><td>statemachine[5]</td></tr>
<tr><td>Count of cell instances traversed by the critical path</td><td>1</td></tr>
<tr><td>End point of the critical path</td><td>ram_clk</td></tr>
<tr><th colspan="2">Placement</th></tr>
<tr><td>Setup slack after placement</td><td>1.023 ns</td></tr>
<tr><td>Count of input and output buffers</td><td>34</td></tr>
<tr><td>Weighted congestion reported at the end of routability-driven placement</td><td>0.7212</td></tr>
<tr><td>HPWL Detailed</td><td>around 2000 um</td></tr>
<tr><td>Cell Area, Placed</td><td>2016 um^2</td></tr>
<tr><th colspan="2">Synthesis</th></tr>
<tr><td>Yosys cell count</td><td>around 110</td></tr>
<tr><td>YS warnings</td><td>1</td></tr>
<tr><td>Post-synth tally of flip-flops with integrated enable</td><td>23</td></tr>
<tr><td>Commonest cells in the synthesized netlist</td><td>sky130_fd_sc_hd__edfxtp_1, sky130_fd_sc_hd__dfxtp_1, sky130_fd_sc_hd__nor2_1</td></tr>
<tr><td>Sequential cell area fraction in the yosys report</td><td>0.7183</td></tr>
<tr><td>Most numerous cell in the Yosys netlist</td><td>sky130_fd_sc_hd__edfxtp_1</td></tr>
<tr><td>Per-instance average area after synthesis</td><td>13.32 um^2</td></tr>
<tr><td>Cell type with the largest total area</td><td>sky130_fd_sc_hd__edfxtp_1</td></tr>
<tr><td>Number of distinct standard cells referenced by the synthesized netlist</td><td>26</td></tr>
<tr><td>Chip area estimate from yosys synthesis</td><td>between 1500 and 2000 um^2</td></tr>
<tr><td>Total standard cell area after synthesis</td><td>between 1500 and 2000 um^2</td></tr>
<tr><td>Cell count after synthesis</td><td>114</td></tr>
<tr><td>Commonest flop</td><td>sky130_fd_sc_hd__edfxtp_1</td></tr>
<tr><td>Portion of synthesized cell area occupied by the leading cell type</td><td>0.4547</td></tr>
<tr><td>Register bit total from synthesis</td><td>43</td></tr>
<tr><td>Asr flop ratio synth</td><td>0</td></tr>
<tr><td>Top cells by area in the synthesized netlist</td><td>sky130_fd_sc_hd__edfxtp_1, sky130_fd_sc_hd__dfxtp_1, sky130_fd_sc_hd__nor2_1, sky130_fd_sc_hd__nor2b_1, sky130_fd_sc_hd__a21oi_1</td></tr>
<tr><th colspan="2">Timing</th></tr>
<tr><td>Minimum clock period after layout</td><td>between 1.5 and 2 ns</td></tr>
<tr><td>Worst slew margin relative to its limit</td><td>0.7416</td></tr>
<tr><td>Slew @ Worst Pin</td><td>0.3871 ns</td></tr>
<tr><td>Final cycle utilization of the critical path</td><td>0.5757</td></tr>
<tr><td>Post-route worst setup slack</td><td>1.273 ns</td></tr>
<tr><td>Aggregate negative setup slack</td><td>0 ns</td></tr>
<tr><td>Number of hold violations in the final report</td><td>0</td></tr>
<tr><td>Count of final max-slew check failures</td><td>0</td></tr>
<tr><td>Final tally of setup violations</td><td>0</td></tr>
<tr><td>Worst clock skew</td><td>0.006463 ns</td></tr>
<tr><td>RSZ-0062 raised after global routing</td><td>no</td></tr>
<tr><td>Achievable Freq</td><td>between 500 and 600 MHz</td></tr>
<tr><th colspan="2">Clock tree</th></tr>
<tr><td>Sink count of the clock tree</td><td>43</td></tr>
<tr><td>H-tree levels</td><td>2</td></tr>
<tr><td>CTS max path bufs</td><td>2</td></tr>
<tr><td>Clock latency of the later-clocked register in the worst-skew pair</td><td>just under 0.3 ns</td></tr>
<tr><td>CTS Root Cell</td><td>sky130_fd_sc_hd__clkbuf_8</td></tr>
<tr><td>CTS tree</td><td>built</td></tr>
<tr><td>Quantity of hold-fixing buffers added after cts</td><td>0</td></tr>
<tr><td>Clock-pin transition on the worst setup and hold timing paths</td><td>~0.080 ns</td></tr>
<tr><td>Cts bufs inserted</td><td>5</td></tr>
<tr><td>Post-CTS Setup Inserts</td><td>0</td></tr>
<tr><td>Count of instances resized after the clock tree is built</td><td>0</td></tr>
<tr><th colspan="2">Outcome</th></tr>
<tr><td>Run status</td><td>finished clean</td></tr>
<tr><th colspan="2">Floorplan</th></tr>
<tr><td>Core Density at Floorplan</td><td>0.1485</td></tr>
<tr><td>DIE WIDTH</td><td>~120 um</td></tr>
<tr><td>I/O pin total</td><td>35</td></tr>
<tr><td>Placeable Area</td><td>10230 um^2</td></tr>
<tr><td>Floorplan die area</td><td>14880 um^2</td></tr>
<tr><td>Die Ht</td><td>approximately 120 um</td></tr>
<tr><td># rows</td><td>37</td></tr>
<tr><th colspan="2">Hold path</th></tr>
<tr><td>Worst hold path startpoint</td><td>addressregister[12]</td></tr>
<tr><td>Kind of path behind the tightest hold check</td><td>flop to flop</td></tr>
<tr><th colspan="2">Cells and area</th></tr>
<tr><td>Total non-filler cell area in the finished layout</td><td>approximately 2100 um^2</td></tr>
<tr><td>Synthesis-to-layout area growth</td><td>40.12%</td></tr>
<tr><td>Fraction of layout instances using a drive strength above 1</td><td>0.1046</td></tr>
<tr><th colspan="2">GRT</th></tr>
<tr><td>Combined global-route utilization of all metal layers</td><td>0.03627</td></tr>
<tr><td>Initial antenna violation count</td><td>0</td></tr>
<tr><td>Maximum number of pins on one net before global-route repair</td><td>25</td></tr>
<tr><td>Wire length of the first global-routing pass</td><td>4264 um</td></tr>
<tr><td>Number of global-route vias before repair</td><td>832</td></tr>
<tr><td>Aggregate global routing overflow</td><td>0</td></tr>
<tr><th colspan="2">Run</th></tr>
<tr><td>Number of max-capacitance violations reported</td><td>0</td></tr>
<tr><td>Number of warnings in the stage logs</td><td>25</td></tr>
<tr><th colspan="2">Pwr</th></tr>
<tr><td>Power per unit of standard cell area</td><td>about 520 nW/um^2</td></tr>
<tr><td>VDD IR-drop max</td><td>0.0001816 V</td></tr>
<tr><td>Leakage</td><td>0.6959 nW</td></tr>
</table>
## per-stage QoR
stage	std cells	power (mW)	utilization	hold WS (ns)
3_3_place_gp	281	0.6937	0.1970	0.4420
6_report	289	1.115	0.2080	0.4791
3_5_place_dp	281	0.6949	0.1970	0.4534
4_1_cts	289	1.133	0.2080	0.4777
2_1_floorplan	114	0.6580	-	0.4231
5_1_grt	289	1.169	0.2080	0.4812
## final cells by class
type	instances	area, um^2
Clock inverter	3	43.79
Timing Repair Buffer	36	355.3
Clock buffer	5	68.82
Tap cell	136	170.2
Multi-Input combinational cell	66	399.1
Sequential cell	43	1091
Fill cell	1073	8103
## report_power, final
group	internal, mW	switching [mW]	leakage [nW]	total (mW)
Clock	0.248	0.188	0.0581	0.436
Sequential	0.629	0.00576	0.373	0.635
Combinational	0.0301	0.0149	0.265	0.0449
Total	0.907	0.209	0.696	1.12
## layer usage
| layer | GRT usage | vias up |
|---|---|---|
| met5 | 0 | - |
| met4 | 0.003726 | 0 |
| met3 | 0.02300 | 2 |
| met2 | 0.04845 | 36 |
| met1 | 0.05024 | 414 |
| li1 | - | 489 |
## state kept, by name, indices dropped and copies added, names as in the netlist
signal           cells
ram_clk              1
ram_ad              13
ram_din              8
ram_ce               1
statemachine         7
addressregister     13
## kinds of logic (layout without fill, tap and decap cells)
kind of cell               after synthesis  after routing  share of synthesized area
xor gates and xnor gates                 4              4                    0.02307
adders and majority gates                1              1                   0.008236
muxes                                    3              3                    0.02142
and+or+nand+nor                         44             44                     0.1540
AOI/OAI and AO/OA                       14             14                    0.05437
buffers and inverters                    5             44                    0.02059
DFF                                     43             43                     0.7183
## worst min-delay path by stage
stage,slack [ns],end,cells after the start
4_1_cts,0.48,ram_ad[12],0
5_1_grt,0.48,ram_ad[12],0
6_report,0.48,ram_ad[12],0
## cells in the final DEF (no fill, tap or decap), drive strengths merged
master and n:
o21ai 2, edfxtp 23, mux2i 1, clkdlybuf4s50 34, a21oi 7, dfxtp 20
ha 1, xor2 3, buf 2, nor2b 6, xnor2 1, nand2 8
nand4 4, nor2 14, bufinv 1, o21bai 1, or3 2, nand3 2
nor4 2, or4 4, nor3 2, o31ai 4, clkinv 2, mux2 2
clkbuf 5
Power and IR drop assume default switching activity.
